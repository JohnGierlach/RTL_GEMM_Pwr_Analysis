## /design/flow/design.v

```verilog
module mat_sum
#(DATA_WIDTH = 64,
  MATRIX_WIDTH = 4,
  MATRIX_HEIGHT = 4,
  MATRIX_ADJUST = 4)(
    input iclk, irst,
    input logic signed [DATA_WIDTH-1:0] ia_matrix_tile,
    input logic signed [DATA_WIDTH-1:0] ib_matrix_tile,
    output[DATA_WIDTH-1:0] osum
);
assign osum = (ia_matrix_tile * ib_matrix_tile);
endmodule
```

## /design/flow/run.sh

```bash
#!/bin/bash
# OpenROAD 26Q1-2900-gdf79404cd8, Yosys 0.63+post, stock flow scripts
make -C /OpenROAD-flow-scripts/flow DESIGN_CONFIG=/design/flow/config.mk WORK_HOME=/design/flow/orfs finish
```

## /design/flow/config.mk

```make
export PLATFORM = sky130hd
export DESIGN_NAME = mat_sum
export DESIGN_NICKNAME = mat_sum
export VERILOG_FILES = /design/flow/design.v
export SDC_FILE = /design/flow/constraint.sdc
export NUM_CORES = 4
export LEC_CHECK = 1
export CORE_UTILIZATION = 40
```

## /design/flow/constraint.sdc

```tcl
current_design mat_sum

set clk_period 42.5
set clk_io_pct 0.2

create_clock -name clk0 -period $clk_period

set non_clock_inputs [all_inputs -no_clocks]
set_input_delay [expr $clk_period * $clk_io_pct] -clock clk0 $non_clock_inputs
set_output_delay [expr $clk_period * $clk_io_pct] -clock clk0 [all_outputs]
```

==> ci_impl_report.md <==
## Implementation flow summary

| Metric | Value |
|---|---|
| Status | `completed` |
| End of the critical path | `osum[63]` |
| Mapped Avg Cell Area | `9.01 µm²` |
| DRT iter0 DRCs | `1,637` |
| Fin cells | `9,051` |
| Biggest area consumer among synthesized cells | `fa_1` |
| GRT Total Usage | `25.6%` |
| DR pass1 iterations | `7` |
| Max cap viols | `0` |
| Routed wire length | `182 mm` |
| Post-synthesis cell area | `63,700 µm²` |
| Register area | `0 µm²` |
| Commonest cells post-synth | `inv_1 (1,892), fa_1 (1,833), nand2_1 (1,080)` |
| Pin count of the biggest net entering global routing | `52` |
| Setup Viol. Count Final | `0` |
| Initial antenna violation count | `4` |
| # IOs | `194` |
| Top-count cell post-synth | `inv_1` |
| Top-area cell share | `57.6%` |
| Post-CTS sizing | `0` |
| Flops | `0` |
| Count of tool warnings | `34` |
| Via count | `44,400` |
| Critical Path Start Type | `input pin` |
| WL/cell | `20.1 µm` |
| Relative slew slack | `40.1%` |
| Synth Instances | `7,071` |
| Clk_buf instances | `0` |
| Min-delay worst type | `input pin to primary output` |
| Yosys Instances | `7,071` |
| Worst setup EP type | `primary output` |
| Detail Placement HPWL | `152 mm` |
| Die Y | `401 µm` |
| Worst Path Required | `34,000 ps` |
| Yosys stat area | `63,700 µm²` |
| Period Utilization, post-route | `65.5%` |
| Initial Util | `40.3%` |
| Layout cell share with drive strength beyond 1 | `2.75%` |
| DRC Markers | `0` |
| Post-CTS Setup Bufs | `0` |
| First-pass GRT wire length | `293 mm` |
| Worst EP arrival | `19,350 ps` |
| Ys Warns | `0` |
| Via density | `4.91` |
| Worst Path Class, Setup | `input pin to primary output` |
| Cts hold-fix bufs | `0` |
| Die ar. | `161,000 µm²` |
| Area grow syn2layout | `5.92%` |
| Crit-path max FO | `25` |
| Fmax | `35.9 MHz` |
| Number of global-route vias before repair | `50,400` |
| RSZ-0062 raised after global routing | `false` |
| Final setup TNS | `0 ps` |
| Max Slew Vio Count | `0` |
| Dpl cells | `9,050` |
| Critical path origin | `ia_matrix_tile[28]` |
| Core ar. | `158,000 µm²` |
| Die width | `401 µm` |
| Final hold violations | `0` |
| Total gr overflow | `0` |
| Seq/Total Area, Yosys | `0%` |
| # rows | `146` |
| Min Tclk post-route | `27,850 ps` |
| Cell Type Count | `56` |
| Final Util | `42.7%` |
| GR Layer Usage met3 | `15.0%` |
| Routability cong. | `0.938` |
| Worst-margin pin slew | `889 ps` |
| Top cells, area | `fa_1 (58%), inv_1 (11%), and2_1 (10%), ha_1 (7.3%), nand2_1 (6.4%)` |
| Most used cell along the critical path | `fa_1` |
| CP max stage delay | `640 ps` |
| GRT Max-Usage Layer | `met2` |
| Number of port buffers | `192` |
| Post-route ant nets | `0` |
| CP max stage cell | `a311oi_1` |
| Met2 Use GR | `38.9%` |
| Global routing met1 resource utilization | `32.5%` |
-- how the worst min path moves through the flow --
stage	start	end	slack, ps	cells after the start
4_1_cts	ia_matrix_tile[0]	osum[0]	18000	3
5_1_grt	ia_matrix_tile[0]	osum[0]	18010	3
6_report	ia_matrix_tile[0]	osum[0]	17970	3
-- kinds of logic after synthesis --
logic type | after synthesis | share of synthesized area [%]
AOI/OAI and AO/OA | 168 | 1.76
and+or+nand+nor | 2201 | 17.3
xor gates and xnor gates | 178 | 2.45
muxes | 1 | 0.0157
buffers and inverters | 2319 | 13.7
adders and majority gates | 2204 | 64.9
-- through the flow --
stage,cell area (µm²),worst slack (ps),hold WS (ps)
floorplan,63700,17520,17300
global placement,67500,14550,17990
detailed placement,67500,14520,18000
CTS,67500,14510,18000
global route,67500,14080,18010
finish,67500,14650,17970
-- critical path, delay by kind of cell --
kind	cells	cell delay (ps)
compound gates	8	2280
simple gates	3	630
xor+xnor	1	210
buf+inv	12	2150
fa+ha+maj	11	5520
-- routing by layer --
layer  vias up  routed length (µm)
li1      19400                   -
met1     22800               65700
met2      1921               84800
met3       264               26200
met4         4                5270
met5         -                  99
-- layout by cell type (no fill, tap or decap), drive strengths merged, types with 3 or more instances in the layout --
cell type	Yosys	routed
nor2	25	25
a21boi	4	4
a21o	29	29
o21a	6	6
nor3	6	6
buf	2	181
xor2	43	43
fa	1833	1833
a21oi	45	45
ha	371	371
nand3	11	11
nor4	4	4
nand2	1080	1080
nand2b	4	4
or4	3	3
and3	9	9
xnor2	135	135
clkdlybuf4s50	0	152
inv	1893	1893
a31oi	11	11
nor2b	5	5
nand4	6	6
o31ai	5	5
a211oi	11	11
and2	1039	1039
o31a	4	4
o21ai	31	31
-- layout make-up --
type,instances,area [µm²]
fillers,15200,90700
multi-input cells,4752,55000
inverters,1893,7110
repair buffers,333,2780
well taps,2072,2590
diodes,1,2.50
